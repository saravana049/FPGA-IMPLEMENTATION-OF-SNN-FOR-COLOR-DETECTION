==> design/flow/design.v <==
module neuron (input[31:0] w_0 ,w_1, w_2, w_3, w_4, w_5, w_6, bias, v_th,
   input clk,
   input reset,
   input sp_0,
   input sp_1,
   input sp_2,
   input sp_3,
   input sp_4,
   input sp_5,
   input sp_6,
   input neuron_reset,
   output reg spike_out);
reg [31:0] tmp_sum_0;
reg [31:0] tmp_sum_1;
reg [31:0] tmp_sum_2;
reg [31:0] tmp_sum_3;
reg [31:0] tmp_sum_4;
reg [31:0] tmp_sum_5;
reg [31:0] tmp_sum_6;
reg [31:0] tmp_sum_b_0;
reg [31:0] tmp_sum_1_2;
reg [31:0] tmp_sum_3_4;
reg [31:0] tmp_sum_5_6;
reg [31:0] tmp_sum_b_0_1_2;
reg [31:0] tmp_sum_3_4_5_6;
reg [31:0] sum;
reg [31:0] voltage;
always @(posedge clk) begin
  if (reset) begin
    voltage <= 0;
  end else begin
    tmp_sum_0 <= (sp_0) ? w_0 : 0;
    tmp_sum_1 <= (sp_1) ? w_1 : 0;
    tmp_sum_2 <= (sp_2) ? w_2 : 0;
    tmp_sum_3 <= (sp_3) ? w_3 : 0;
    tmp_sum_4 <= (sp_4) ? w_4 : 0;
    tmp_sum_5 <= (sp_5) ? w_5 : 0;
    tmp_sum_6 <= (sp_6) ? w_6 : 0;
    tmp_sum_b_0 <= bias + tmp_sum_0;
    tmp_sum_1_2 <= tmp_sum_1 + tmp_sum_2;
    tmp_sum_3_4 <= tmp_sum_3 + tmp_sum_4;
    tmp_sum_5_6 <= tmp_sum_5 + tmp_sum_6;
    tmp_sum_b_0_1_2 <= tmp_sum_b_0 + tmp_sum_1_2;
    tmp_sum_3_4_5_6 <= tmp_sum_3_4 + tmp_sum_5_6;
    sum <= tmp_sum_b_0_1_2 + tmp_sum_3_4_5_6;
    voltage <= voltage + sum; 
    if (voltage > v_th) begin
      voltage <= voltage - v_th;
      spike_out <= 1'b1;
    end else begin
      spike_out <= 1'b0;
    end
    if (neuron_reset) begin
      voltage <= 0;
    end
  end
end
endmodule
==> design/flow/run.sh <==
#!/bin/bash
# OpenROAD 26Q1-2900-gdf79404cd8, Yosys 0.63+post, stock flow scripts
make -C /OpenROAD-flow-scripts/flow DESIGN_CONFIG=/design/flow/config.mk WORK_HOME=/design/flow/orfs finish
==> design/flow/config.mk <==
export PLATFORM = sky130hd
export DESIGN_NAME = neuron
export DESIGN_NICKNAME = neuron
export VERILOG_FILES = /design/flow/design.v
export SDC_FILE = /design/flow/constraint.sdc
export NUM_CORES = 4
export LEC_CHECK = 1
export CORE_UTILIZATION = 40
==> design/flow/constraint.sdc <==
current_design neuron

set clk_period 11.4
set clk_io_pct 0.2

create_clock -name clk0 -period $clk_period [get_ports {clk}]

set non_clock_inputs [all_inputs -no_clocks]
set_input_delay [expr $clk_period * $clk_io_pct] -clock clk0 $non_clock_inputs
set_output_delay [expr $clk_period * $clk_io_pct] -clock clk0 [all_outputs]
==> results.sh <==
# source this file to load flow results
export IMPL_switchingPower_w=0.00267
export IMPL_rsz0062_at_grt="false"
export IMPL_drive_gt1_frac=0.0393
export IMPL_reg2reg_depth=13
export IMPL_critPathArrivalTime_ns=6.47
export IMPL_synth_chip_area_mm2=0.0296
export IMPL_grt_pass1_vias=20678
export IMPL_grtUsageTotal=0.191
export IMPL_drt_wl_total_um=67600
export IMPL_fmax_mhz=167
export IMPL_tool_warnings=27
export IMPL_cts_hold_buf=0
export IMPL_r2r_slack_ns=7.18
export IMPL_outcome="finished clean"
export IMPL_netlist_instances=2690
export IMPL_period_minus_slack_ns=5.97
export IMPL_avgSynthCellArea_um2=11.0
export IMPL_chipArea_mm2=0.0752
export IMPL_fp_coreArea_mm2=0.0731
export IMPL_drv_slew=0
export IMPL_ys_async_sr_fraction=0
export IMPL_viasPerCell=5.22
export IMPL_slowest_delay_ns=0.67
export IMPL_die_y_um=274
export IMPL_root_buffer="clkbuf_16"
export IMPL_antenna_diode_count=0
export IMPL_finalSetupTns_ns=0
export IMPL_internal_power_w=0.00494
export IMPL_grt_overflow=0
export IMPL_top_cells_by_area="edfxtp_1, ha_1, and2_1"
export IMPL_ctsHtreeMaxLevel=2
export IMPL_fin_util=0.486
export IMPL_crit_type="in -> reg"
export IMPL_synth_cell_types=76
export IMPL_vdd_drop_max_mv=0.0996
export IMPL_cts_sinks=481
export IMPL_ioPinCount=299
export IMPL_cts_resized=0
export IMPL_clk_pin_slew_ns=0.06
export IMPL_grt_max_degree=143
export IMPL_dp_slack_ns=4.79
export IMPL_drt_pass1_iter_count=21
export IMPL_p_total_w=0.00761
export IMPL_grt_first_pass_wirelength_um=108000
export IMPL_port_buffers=298
export IMPL_path_cells="clkdlybuf4s50_1 -> ha_1 -> fa_1 -> nor2b_1 -> o31ai_1 -> a211oi_1 -> a31oi_1 -> o21ai_1 -> a21oi_2 -> buf_4 -> inv_1 -> nand2_1 -> o32ai_1"
export IMPL_worst_pin_slew_ns=0.887
export IMPL_area_growth_syn_to_layout_pct=19.9
export IMPL_numCtsBuffers=51
export IMPL_worstSetupEndpointType="register"
export IMPL_whs_ns=0.545
export IMPL_yosys_stat_cells=2690
export IMPL_dieWidth_um=274
export IMPL_ys_warn_count=1
export IMPL_p_comb_frac=0.427
export IMPL_edf_count=449
export IMPL_cts_tree="done"
export IMPL_finalHoldViolations=0
export IMPL_swShare=0.351
export IMPL_crit_path_top_delay_cell="inv_1"
export IMPL_ys_ff=481
export IMPL_flop_cell="edfxtp_1"
export IMPL_vias=20926
export IMPL_hpwl_um=53300
export IMPL_leakagePower_nw=14.2
export IMPL_synth_seq_share=0.477
export IMPL_synth_area_mm2=0.0296
export IMPL_drtAntennaViolNets=0
export IMPL_maxCapViolCount=0
export IMPL_hold_class="reg -> reg"
export IMPL_top_area_frac=0.455
export IMPL_wire_per_inst_um=16.9
export IMPL_cp_max_fo=30
export IMPL_route_detailed_drc=0
export IMPL_fp_util=0.406
export IMPL_seqPwrFrac=0.346
export IMPL_largest_area_cell="edfxtp_1"
export IMPL_clk_latency_ns=0.59
export IMPL_place_congestion=0.880
export IMPL_drtIter0Drc=1076
export IMPL_finClkSkew_ns=0.0164
export IMPL_pwr_share_clk=0.227
export IMPL_maxSlewHeadroom=0.408
export IMPL_grt_antenna_before_repair=0
export IMPL_p_per_area_mw_per_mm2=214
export IMPL_fin_crit_sh=0.524
export IMPL_hold_depth=1
export IMPL_clockBufferDepth=3
export IMPL_finalSetupViolations=0
export IMPL_setup_ws_ns=5.43
export IMPL_cts_setup_buffers=0
export IMPL_startpoint_type="primary input"
export IMPL_required_ns=11.90
export IMPL_rows=99
metal layers:
layer	GRT usage	vias to the layer above	routed length (µm)
met3	0.0401	86	3820
met5	0	-	0
met1	0.296	9631	31300
li1	-	10742	-
met2	0.298	467	31200
met4	0.0298	0	1230
Yosys cell counts (4+ instances only):
cell       count
a2111oi_0     10
a211o_1       11
a211oi_1      34
a21boi_0       5
a21o_1       136
a21oi_1      236
a221o_1        4
a221oi_1       4
a311oi_1       6
a31oi_1       25
a41oi_1        5
and2_1       235
and3_1        24
clkbuf_1      43
dfxtp_1       32
edfxtp_1     449
fa_1           9
ha_1         280
inv_1         89
mux2i_1        5
nand2_1      129
nand2b_1      37
nand3_1       43
nand4_1       29
nor2_1       137
nor2b_1       25
nor3_1        44
nor3b_1        4
nor4_1         6
o2111ai_1      9
o211ai_1      18
o21a_1        38
o21ai_0      120
o21bai_1      43
o22ai_1       14
o31a_1         8
o31ai_1       17
or2_2         11
or3_1          7
or4_1          4
xnor2_1      156
xor2_1        93
worst max-delay path: cells and delay by family:
| family | cells | cell delay, ns |
|---|---|---|
| AND-OR/OR-AND | 6 | 1.64 |
| buffers and inverters | 3 | 1.29 |
| AND/OR/NAND/NOR | 2 | 0.65 |
| adder cells (fa/ha/maj) | 2 | 0.60 |
state kept, by name, summed over array words and instances, names as in the netlist:
| name | count |
|---|---|
| spike_out | 1 |
| sum | 32 |
| tmp_sum_0 | 32 |
| tmp_sum_1 | 32 |
| tmp_sum_1_2 | 32 |
| tmp_sum_2 | 32 |
| tmp_sum_3 | 32 |
| tmp_sum_3_4 | 32 |
| tmp_sum_3_4_5_6 | 32 |
| tmp_sum_4 | 32 |
| tmp_sum_5 | 32 |
| tmp_sum_5_6 | 32 |
| tmp_sum_6 | 32 |
| tmp_sum_b_0 | 32 |
| tmp_sum_b_0_1_2 | 32 |
| voltage | 32 |
power groups by stage:
stage	Combinational [W]	Clock (W)	Sequential, W
CTS	0.00327	0.00178	0.00264
global route	0.00367	0.00184	0.00267
finish	0.00324	0.00173	0.00263
cells in the final DEF (no fill, tap or decap), types with 11 or more instances in the layout:
cell type and instances:
a21oi_1 236, o211ai_1 18, nand2b_1 37, nor2_1 137, nand2_1 129, o31ai_1 17
o22ai_1 14, a21o_1 136, o21bai_1 43, clkinv_2 11, dfxtp_1 32, clkdlybuf4s50_1 298
nand4_1 29, nor2b_1 25, xnor2_1 156, and3_1 24, clkbuf_16 53, edfxtp_1 449
buf_4 15, o21ai_0 120, a211oi_1 34, or2_2 11, ha_1 280, nand3_1 43
nor3_1 44, and2_1 235, inv_1 88, clkinv_1 11, a31oi_1 25, a211o_1 11
o21a_1 38, xor2_1 93
cells by family after synthesis:
logic type | count (synthesis) | share of synthesized area
compound gates | 784 | 0.174
xor+xnor | 249 | 0.0736
fa+ha+maj | 289 | 0.124
buf+inv | 136 | 0.0176
flops | 481 | 0.477
mux | 5 | 0.00169
simple gates | 746 | 0.132
cell type report:
| type | instances | area [µm²] |
|---|---|---|
| clock buffer | 60 | 1350 |
| multi-input combinational | 2073 | 15000 |
| fill | 6396 | 37600 |
| timing repair buffer | 314 | 3120 |
| sequential | 481 | 14100 |
| tap | 959 | 1200 |
| clock inverter | 35 | 412 |
| inverter | 89 | 338 |
through the flow:
stage               cell area, µm²  std cells
finish                       35500       4011
global route                 35500       4011
CTS                          35500       4011
detailed placement           33800       3916
global placement             33800       3916
floorplan                    29600       2690
worst paths after layout:
kind	from	to
hold / removal	tmp_sum_6[0]	tmp_sum_5_6[0]
hold reg to reg	tmp_sum_6[0]	tmp_sum_5_6[0]
setup / recovery	v_th[0]	voltage[23]
setup reg to reg	voltage[0]	voltage[23]
No activity file was given, so power comes from the tool's default toggle rates.

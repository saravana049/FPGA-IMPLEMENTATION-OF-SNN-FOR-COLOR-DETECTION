==> flow/design.v <==
module debouncer(clk, rst, in_n, out_c);
  input clk, rst, in_n;
  output out_c;
  reg [1:0] mid;
  always@(posedge clk or posedge rst)
    begin
      if(rst)
        begin
          mid <= 2'b0;
        end
      else
        begin
          mid <= {mid[0], in_n};
        end
    end
  assign out_c = (~mid[1]) & mid[0];  
endmodule  
module debouncer_fe(clk, rst, in_n, out_c);
  input clk, rst, in_n;
  output out_c;
  reg [1:0] mid;
  always@(posedge clk or posedge rst)
    begin
      if(rst)
        begin
          mid <= 2'b0;
        end
      else
        begin
          mid <= {mid[0], in_n};
        end
    end
  assign out_c = mid[1] & (~mid[0]);  
endmodule  
`timescale 1ns / 1ps
module clkgen_200kHz(
    input clk,
    output clk_200kHz
    );
    reg [7:0] counter = 8'h00;
    reg clk_reg = 1'b1;
    always @(posedge clk) begin
        if(counter == 249) begin
            counter <= 8'h00;
            clk_reg <= ~clk_reg;
        end
        else
            counter <= counter + 1;
    end
    assign clk_200kHz = clk_reg;
endmodule
module colorlite(
  input clk,
  input rst,
  (*KEEP = "true"*)
  input i2c_clk,  
  (*KEEP = "true"*)
  output SCL ,
  inout SDA ,
  output LEDenable,
  input measure,
  input enable,
  input [1:0] gain,
  input reflectiveMode,
  output reg [15:0] red,
  output ready);
   parameter CHIPADDRS = 7'h29;
  localparam ENABLEregAddrs = 8'h80,
              ENABLEregCont = 8'b11,  
               GAINregAddrs = 8'h8F,
               DATAregAddrs = 8'b10110110;  
  localparam SLEEP = 3'b000,
         SENDADDRS = 3'b001, 
             READY = 3'b011, 
            UPDATE = 3'b111,
            CHGAIN = 3'b101;
  reg [1:0] gain_reg;
  reg [2:0] state;
  wire inSLEEP, inREADY, inUPDATE, inCHGAIN, inSENDADDRS;
  wire updateGain, changeState;
  localparam REDL = 3'd0,
             REDH = 3'd1,
           GREENL = 3'd2,
           GREENH = 3'd3,
            BLUEL = 3'd4,
            BLUEH = 3'd5;
  reg [2:0] dataCounter;
  reg [15:0] red_buff, green_buff, blue_buff;
  localparam i2cREADY = 3'b000,
             i2cSTART = 3'b001,
             i2cADDRS = 3'b011,
             i2cWRITE = 3'b110,
         i2cWRITE_ACK = 3'b010,
              i2cREAD = 3'b111,
          i2cREAD_ACK = 3'b101,
              i2cSTOP = 3'b100;
  reg [2:0] i2cState;
  reg [2:0] i2cBitCounter;
  wire i2cBitCounterDONE;
  wire I2CinREADY, I2CinSTART, I2CinADDRS, I2CinWRITE, I2CinWRITE_ACK, I2CinREAD, I2CinREAD_ACK, I2CinSTOP, I2CinACK;
  reg I2CinSTOP_d;
  wire I2CinSTOP_posedge;
  wire i2c_clk;  
  reg i2c_clk_half;  
  reg i2cGivingAddrs;
  wire i2c_enable;
  wire i2cWrite;
  wire SDA_Write;
  wire SDA_Claim;
  reg SDA_d;
  reg [7:0] I2Csend;
  reg [7:0] I2CsendBUFF, I2CrecBUFF;
  wire lastData;
  reg writeCount;
  assign LEDenable = reflectiveMode & (inREADY | inUPDATE | inSENDADDRS);
  assign changeState = updateGain | I2CinSTOP_posedge | (measure & inREADY);
  always@(posedge clk or posedge rst) begin
    if(rst) begin
      state <= SLEEP;
    end else if(changeState)
      case(state)
        SLEEP     : state <= (I2CinSTOP_posedge) ? SENDADDRS : CHGAIN;
        SENDADDRS : state <= READY;
        READY     : state <=  (measure) ? UPDATE : ((I2CinSTOP_posedge) ? SLEEP : CHGAIN);
        UPDATE    : state <= READY;
        CHGAIN    : state <= (enable) ? SENDADDRS : SLEEP;
      endcase
  end
  always@(posedge I2CinSTOP or posedge rst) begin
    if(rst) begin
      red <= 16'd0;
    end else begin
      red <= (inUPDATE) ? red_buff : red;
    end
  end
  assign inSLEEP = (state == SLEEP);
  assign inREADY = (state == READY);
  assign inUPDATE = (state == UPDATE);
  assign inCHGAIN = (state == CHGAIN);
  assign inSENDADDRS = (state == SENDADDRS);
  assign updateGain = (gain != gain_reg);
  assign lastData = (~i2cWrite & (dataCounter == BLUEH)) | (i2cWrite & (((dataCounter == 3'd0) & inSENDADDRS) | (dataCounter == 3'd1)));
  assign ready = inREADY;
  always@(posedge inCHGAIN or posedge rst) begin
    if(rst) begin;
      gain_reg <= 2'd0;
    end else begin
      gain_reg <= gain;
    end
  end
  always@(posedge I2CinREAD_ACK or posedge rst) begin
    if(rst) begin
      red_buff <= 16'd0;
      green_buff <= 16'd0;
      blue_buff <= 16'd0;
    end else case(dataCounter)
      REDL   :   red_buff[7:0]  <= I2CrecBUFF;
      REDH   :   red_buff[15:8] <= I2CrecBUFF;
      GREENL : green_buff[7:0]  <= I2CrecBUFF;
      GREENH : green_buff[15:8] <= I2CrecBUFF;
      BLUEL  :  blue_buff[7:0]  <= I2CrecBUFF;
      BLUEH  :  blue_buff[15:8] <= I2CrecBUFF;
    endcase
  end
  always@(negedge I2CinACK)
    begin
      if(I2CinSTART)
        begin
          dataCounter <= 3'd0;
        end else begin
          dataCounter <= dataCounter + {2'd0, (~i2cGivingAddrs )};
        end
    end
  assign I2CinREADY = (i2cState == i2cREADY);
  assign I2CinSTART = (i2cState == i2cSTART);
  assign I2CinADDRS = (i2cState == i2cADDRS);
  assign I2CinWRITE = (i2cState == i2cWRITE);
  assign I2CinWRITE_ACK = (i2cState == i2cWRITE_ACK);
  assign I2CinREAD = (i2cState == i2cREAD);
  assign I2CinREAD_ACK = (i2cState == i2cREAD_ACK);
  assign I2CinSTOP = (i2cState == i2cSTOP);
  assign I2CinACK = I2CinREAD_ACK | I2CinWRITE_ACK;
  always@(negedge i2c_clk) begin
    if(rst) begin
      i2cState <= i2cREADY;
    end else case(i2cState)
      i2cREADY     : i2cState <= (i2c_enable & i2c_clk_half) ? i2cSTART : i2cState;
      i2cSTART     : i2cState <= (~SCL) ? i2cADDRS : i2cState;
      i2cADDRS     : i2cState <= (~SCL & i2cBitCounterDONE) ? i2cWRITE_ACK : i2cState;
      i2cWRITE_ACK : i2cState <= (~SCL) ? ((~SDA_d & (~lastData | i2cGivingAddrs)) ? ((i2cWrite) ? i2cWRITE : i2cREAD): i2cSTOP) : i2cState;
      i2cWRITE     : i2cState <= (~SCL & i2cBitCounterDONE) ? i2cWRITE_ACK : i2cState;
      i2cREAD      : i2cState <= (~SCL & i2cBitCounterDONE) ? i2cREAD_ACK : i2cState;
      i2cREAD_ACK  : i2cState <= (~SCL) ? ((~lastData) ? i2cREAD : i2cSTOP) : i2cState;
      i2cSTOP      : i2cState <=  (SCL) ? i2cREADY : i2cState;
    endcase
  end
  always@(posedge clk) begin
    I2CinSTOP_d <= I2CinSTOP;
  end
  assign I2CinSTOP_posedge = ~I2CinSTOP_d & I2CinSTOP;
  always@*
    case(state)
      SLEEP     : I2Csend = (writeCount) ? ENABLEregAddrs : ENABLEregCont;
      READY     : I2Csend = (writeCount) ? ENABLEregAddrs : 8'b0;
      SENDADDRS : I2Csend = DATAregAddrs;
      CHGAIN    : I2Csend = (writeCount) ? GAINregAddrs : {6'b0, gain};
      default   : I2Csend = 8'hff;
    endcase
  assign SCL = (I2CinREADY) ? 1'b1 : i2c_clk_half;
  assign SDA = (SDA_Claim) ? SDA_Write : 1'bZ;
  assign SDA_Claim = I2CinSTART | I2CinADDRS | I2CinWRITE | I2CinREAD_ACK | I2CinSTOP;
  assign SDA_Write = (I2CinREAD_ACK | I2CinSTART | I2CinSTOP) ? (I2CinREAD_ACK & lastData) : I2CsendBUFF[7];
  assign i2cWrite = ~inUPDATE;
  assign i2c_enable = inUPDATE | inCHGAIN | inSENDADDRS | (~enable & inREADY) | (enable & inSLEEP);
  always@(posedge clk)
    case(i2cState)
      i2cSTART : i2cGivingAddrs <= 1'b1;
      i2cWRITE : i2cGivingAddrs <= 1'b0;
      i2cREAD  : i2cGivingAddrs <= 1'b0;
      default  : i2cGivingAddrs <= i2cGivingAddrs;
    endcase
  always@(negedge i2c_clk) begin
    case(i2cState)
      i2cSTART:  
        I2CsendBUFF <= {CHIPADDRS, ~i2cWrite};
      i2cADDRS:  
        I2CsendBUFF <= (SCL) ? I2CsendBUFF : (I2CsendBUFF << 1);
      i2cWRITE_ACK:  
        I2CsendBUFF <= I2Csend;
      i2cWRITE:  
         I2CsendBUFF <= (SCL) ? I2CsendBUFF : (I2CsendBUFF << 1);
      default: I2CsendBUFF <= I2CsendBUFF;
    endcase
  end
  always@(posedge I2CinWRITE or posedge I2CinADDRS) begin
    if(I2CinADDRS) begin
      writeCount <= 1'd1;
    end else begin
      writeCount <= 1'd0;
    end
  end
  always@(posedge i2c_clk) begin
    I2CrecBUFF <= (SCL & I2CinREAD) ? {I2CrecBUFF[6:0], SDA} : I2CrecBUFF;
  end
  assign i2cBitCounterDONE = ~|i2cBitCounter;
  always@(negedge i2c_clk_half) begin
    case(i2cState)
      i2cADDRS: i2cBitCounter <= i2cBitCounter + 3'd1;
      i2cWRITE: i2cBitCounter <= i2cBitCounter + 3'd1;
      i2cREAD: i2cBitCounter <= i2cBitCounter + 3'd1;
      default: i2cBitCounter <= 3'd0;
    endcase
  end
  always@(negedge i2c_clk) begin
    SDA_d <= SDA;
  end
  always@(posedge i2c_clk or posedge rst) begin
    if(rst) begin
      i2c_clk_half <= 1;
    end else begin
      i2c_clk_half <= ~i2c_clk_half;
    end
  end
endmodule 
module testboard(
  input clk,
  input nrst,
  input enable,  
  input measureBTN_d,  
  input measureSW,  
  output SCL0,  
  inout SDA0,  
  output LEDenable0,  
  input [1:0] gain,  
  output ready0,  
  output [15:0] red
  );
  wire rst, measureBTN, measure;
  wire [7:0] red0, green0,blue0;
  wire sync0;
  wire [2:0] brightness;
  wire [2:0] rgb0;
  wire i2c_clk, i2c;
  clkgen_200kHz c1(clk,i2c_clk);
  colorlite color0(clk,rst,i2c,SCL0,SDA0,LEDenable0, measure, enable, gain,measureSW, red, ready0);
  assign i2c = i2c_clk;
  assign rst = ~nrst;
  assign measure = measureBTN;
  debouncer btnDebounce(clk, rst, measureBTN_d, measureBTN);
endmodule 
==> flow/run.sh <==
#!/bin/bash
# OpenROAD 26Q1-2900-gdf79404cd8, Yosys 0.63+post, stock flow scripts
make -C /OpenROAD-flow-scripts/flow DESIGN_CONFIG=/design/flow/config.mk WORK_HOME=/design/flow/orfs finish
==> flow/config.mk <==
export PLATFORM = sky130hd
export DESIGN_NAME = testboard
export DESIGN_NICKNAME = testboard
export VERILOG_FILES = /design/flow/design.v
export SDC_FILE = /design/flow/constraint.sdc
export NUM_CORES = 4
export LEC_CHECK = 1
export CORE_UTILIZATION = 40
==> flow/constraint.sdc <==
current_design testboard

set clk_period 2.6
set clk_io_pct 0.2

create_clock -name clk0 -period $clk_period [get_ports {clk}]

set non_clock_inputs [all_inputs -no_clocks]
set_input_delay [expr $clk_period * $clk_io_pct] -clock clk0 $non_clock_inputs
set_output_delay [expr $clk_period * $clk_io_pct] -clock clk0 [all_outputs]
==> flow_summary.ini <==
; flow metrics
[status]
status = finished, final reports clean

[synthesis]
top_cells_by_area = dfrtp_1 (29%), edfxtp_1 (16%), dfxtp_1 (14%)
synth_area_um2 = 3430
synth_area_per_cell_um2 = 12.3
yosysUniqueCellTypes = 50
largest_area_cell = dfrtp_1
synth.most_common_cell = dfrtp_1
ys_seq_elements = 85
ys.flop_type = dfrtp_1
async_flop_share_pct = 50.6
edf_count = 18
synth_stat.cells = 279
top_cells_by_count = dfrtp_1 (40), mux2_2 (34), nand2_1 (28)
ys_area_um2 = 3430
synth_top_area_share_pct = 29.2
synthCells = 279
postSynthSeqShare_pct = 61.3
yosysWarnings = 4

[routing]
avgRoutedWirePerCell_um = 13.5
finalWirelength_um = 5490
dr_total_vias = 2069
drc = 0
dr.pass1.iters = 4
via_per_inst = 5.08
antenna_left = 0
drt_iter0_markers = 79
antenna-diode-count = 0

[floorplan]
core_area_um2 = 8260
fp_util_pct = 41.5
die_y_um = 94.6
pin_count = 27
dieArea_um2 = 8940
die_width_um = 94.6
fp-row-count = 33

[grt]
grt_pass1_wl_um = 9730
grt_max_degree = 43
overflow = 0
grt_pass1_vias = 2066
antenna_found_initial = 0
grtUsageTotal_pct = 14.2

[power_and_ir_drop]
p_clk_share_pct = 26.7
power_frac_comb_pct = 27.0
swShare_pct = 30.6
leakagePower_nw = 1.48
power_density_nw_per_um2 = 220
vdd_ir_drop_max_uv = 249
sequentialPowerShare_pct = 46.4
switchingPower_uw = 258
p_int_uw = 585

[final_layout]
logic_area_um2 = 1240
flop_area_um2 = 2100
area_delta_synth_final_pct = 12.0
drive_gt1_share_pct = 17.9
final.fill_count = 767
reg_top3 = color0.red: 16 flops, color0.red_buff: 16 flops

[setup_path]
arrival_ps = 1570
cp-startpoint = color0.state[4]
path_cells = buf_4, nand3_1, o31ai_1, a31o_2
worstSetupPathType = reg -> out
critPathLaunchType = flip-flop
slowest_stage = dfrtp_1
cp.required_ps = 2080
cp_max_fo = 21
end_kind = output pin
critPathMaxStageDelay_ps = 450

[cts]
cts.htree.levels = 1
clock_latency_ps = 250
cts_hold_buf = 0
clkTransAtPathRegs_ps = 70
post_cts_buffers = 0
clock_path_buffers = 2
cts_resized = 0
clockRootBuffer = clkbuf_8
cts_buffers = 3
cts_tree = done

[run]
tool_warnings = 27
cap_violations = 0

[sta]
slew_violations = 0
period_used_pct = 80.3
worst_pin_slew_ps = 739
fin_worst_skew_ps = 0.286
unclocked_regs = 67
maxClockFrequency_mhz = 479
finalSetupTns_ps = 0
setup_viol_count_final = 0
fin_crit_ps = 2090
hold_viol_final = 0
rsz0062_at_grt = no
untimed_endpoints = 102
max_slew_margin_pct = 50.7
holdWs_ps = 129

[placed_design]
place.gp.congestion = 0.864
hpwl_um = 4020
port_buffers = 25

[worst_hold_path]
hp-class = in -> async
==> logic make-up (layout without fill, tap and decap cells) <==
kind of cell | count (synthesis) | in the layout | share of synthesized area [%]
flip-flops | 85 | 85 | 61.3
AND/OR/NAND/NOR | 84 | 84 | 13.0
buffers and inverters | 22 | 45 | 2.52
adder cells (fa/ha/maj) | 6 | 6 | 2.19
AND-OR/OR-AND | 40 | 40 | 7.89
multiplexers | 34 | 34 | 11.2
other | 1 | 1 | 0.109
XOR/XNOR | 7 | 7 | 1.79
==> worst paths after layout <==
path	end	slack [ps]	depth (start not counted)
max reg2reg	color0.state[1]	960	4
min reg2reg	btnDebounce.mid[1]	410	0
min in group clk0	btnDebounce.mid[1]	410	0
max in group asynchronous	color0.state[0]	2210	1
max	SDA0	510	4
min	color0.state[1]	130	1
==> cell type report <==
type,count,area share (%)
flip-flops and latches,85,54.7
multi-input cells,172,32.3
repair buffers,27,6.78
well taps,105,3.42
clock buffers,4,1.43
inverters,14,1.37
==> routing by layer <==
| layer | vias up | global-route usage, % | wire (µm) |
|---|---|---|---|
| met2 | 48 | 22.0 | 2460 |
| met5 | - | 0 | 0 |
| met3 | 2 | 2.12 | 231 |
| met1 | 993 | 23.0 | 2780 |
| met4 | 0 | 1.64 | 20 |
| li1 | 1026 | - | - |
==> worst max-delay path: cells and delay by family (launching register included) <==
family                 cells  cell delay, ps
flip-flops                 1             450
AND-OR/OR-AND              2             410
buffers and inverters      1             320
AND/OR/NAND/NOR            1             140
==> placed cells by master, fill, tap and decap left out, drive strengths merged, types with 2 or more instances in the layout <==
master         synthesis  layout
o31a                   2       2
or3                    2       2
nor3                   5       5
dfstp                  3       3
nor2b                  5       5
ha                     6       6
nor4b                  2       2
buf                    3       3
mux2                  34      34
a21boi                 4       4
dfxtp                 24      24
nand2                 28      28
xnor2                  4       4
edfxtp                18      18
a31oi                  2       2
clkbuf                 5       4
a31o                   2       2
dfrtp                 40      40
a21oi                  8       8
nor3b                  3       3
or2                    2       2
inv                   14      14
nor4                   2       2
o31ai                  5       5
nand3                 11      11
nor2                  16      16
xor2                   3       3
and3b                  2       2
o21ai                  9       9
clkdlybuf4s50          0      24
==> power groups by stage <==
stage | sequential [mW] | clock (mW) | combinational [mW]
4_1_cts | 0.391 | 0.231 | 0.232
5_1_grt | 0.400 | 0.244 | 0.257
6_report | 0.391 | 0.225 | 0.227
==> through the flow <==
step	util, %	worst slack (ps)	power, mW	instances	instance area, µm²
2_1_floorplan	-	1010	0.537	279	3430
3_3_place_gp	45.8	528	0.623	403	3780
3_5_place_dp	45.8	482	0.626	403	3780
4_1_cts	46.5	492	0.854	407	3840
5_1_grt	46.5	364	0.902	407	3840
6_report	46.5	513	0.844	407	3840
Power and IR drop assume default switching activity.
